### ./config.mk
export PLATFORM = sky130hd
export DESIGN_NAME = pc
export DESIGN_NICKNAME = pc
export VERILOG_FILES = /design/flow/design.v
export SDC_FILE = /design/flow/constraint.sdc
export NUM_CORES = 4
export LEC_CHECK = 1
export CORE_UTILIZATION = 30
### ./constraint.sdc
current_design pc

set clk_period 7.2
set clk_io_pct 0.2

create_clock -name clk0 -period $clk_period [get_ports {clock}]

set non_clock_inputs [all_inputs -no_clocks]
set_input_delay [expr $clk_period * $clk_io_pct] -clock clk0 $non_clock_inputs
set_output_delay [expr $clk_period * $clk_io_pct] -clock clk0 [all_outputs]
### ./design.v
module pc(clock,out); 
input clock; 
output [31:0] out; 
reg [31:0] next; 
 initial next = 32'b0; 
  always @(posedge clock) 
    begin 
        next = next + 1'b1; 
      end 
  assign out = next; 
endmodule 
### ./run.sh
#!/bin/bash
# OpenROAD 26Q1-2900-gdf79404cd8, Yosys 0.63+post, stock flow scripts
make -C /OpenROAD-flow-scripts/flow DESIGN_CONFIG=/design/flow/config.mk WORK_HOME=/design/flow/orfs finish
==> load_flow_metrics.sql <==
-- metrics for the results database
INSERT INTO impl_metrics (metric_group, metric, value, unit) VALUES
('worst_setup_path', 'worstSetupStartpointType', 'register', ''),
('worst_setup_path', 'critPathSlowestCell', 'sky130_fd_sc_hd__clkdlybuf4s50_1', ''),
('synth', 'yosysTopAreaCell', 'sky130_fd_sc_hd__dfxtp_1', ''),
('synth', 'enable_flop_cells', '0', ''),
('timing', 'timing.final.crit_period', '2.65', 'ns'),
('power_and_ir_drop', 'pwr-share-seq', '58.4', '%'),
('cells_and_area', 'largest_register_ffs', '32', ''),
('detailed_routing', 'detail_route.vias_per_cell', '4.70', ''),
('timing', 'rsz_0062_raised_after_global_routing', 'no', ''),
('floorplanning', 'placement_rows', '23', ''),
('detailed_routing', 'drt_wl_total', '2460', 'µm'),
('worst_setup_path', 'critPathMaxStageDelay', '0.50', 'ns'),
('job', 'maxCapViolations', '0', ''),
('detailed_routing', 'detailedRoute.firstPassIterationCount', '4', ''),
('worst_hold_path', 'min_delay_worst_endpoint', 'next[0]', ''),
('clock_network', 'maximum_number_of_buffers_from_clock_root_to_sink', '2', ''),
('cells_and_area', 'layout.filler_cells', '380', ''),
('worst_hold_path', 'timing.hold.worst.class', 'reg -> reg', ''),
('clock_network', 'clock_tree.htree_level_count', '2', ''),
('power_and_ir_drop', 'leakage', '0.700', 'nW'),
('place', 'gp_routability_congestion', '0.715', ''),
('clock_network', 'cts_tree', 'yes', ''),
('synth', 'synth_cell_type_count', '24', ''),
('worst_setup_path', 'crit_type', 'reg -> out', ''),
('timing', 'final_min_period_over_clock_period', '36.8', '%'),
('power_and_ir_drop', 'sw_frac_of_total', '19.9', '%'),
('worst_setup_path', 'timing.reg2reg.worst_path_depth', '5', ''),
('job', 'openroad_warnings', '25', ''),
('clock_network', 'cts.repair.resized', '0', ''),
('clock_network', 'clock.latency.late_pin', '0.27', 'ns'),
('timing', 'slew_headroom', '62.1', '%'),
('cells_and_area', 'synthToLayoutAreaGrowth', '33.0', '%'),
('detailed_routing', 'drt_drc', '0', ''),
('clock_network', 'clockRootBuffer', 'sky130_fd_sc_hd__clkbuf_8', ''),
('global_route', 'grt_pass1_vias', '936', ''),
('worst_setup_path', 'critPathTopFamily', 'buffers and inverters', ''),
('synth', 'synth.top_cell.area_share', '48.6', '%'),
('worst_setup_path', 'path_max_fanout', '6', ''),
('timing', 'fmax', '378', 'MHz'),
('worst_setup_path', 'cp_data_arrival_time', '1.21', 'ns'),
('floorplanning', 'ioPinCount', '33', ''),
('detailed_routing', 'remaining_number_of_nets_flagged_by_the_antenna_check_after_routing', '0', ''),
('synth', 'ys_cells', '127', ''),
('synth', 'yosys-stat-area', '1320', 'µm²'),
('synth', 'ys_seq_share', '48.6', '%'),
('worst_hold_path', 'worst_hold_path.num_cells', '1', ''),
('floorplanning', 'die-width', '68.3', 'µm'),
('worst_hold_path', 'worst_hold_startpoint', 'next[0]', ''),
('synth', 'top_cells_by_area', 'sky130_fd_sc_hd__dfxtp_1 (49%), sky130_fd_sc_hd__xor2_1 (13%), sky130_fd_sc_hd__xnor2_1 (6.6%)', ''),
('cells_and_area', 'finish.utilization', '42.6', '%'),
('clock_network', 'clk_pin_slew', '0.06', 'ns'),
('detailed_routing', 'antennaDiodeCount', '0', ''),
('outcome', 'run_status', 'finished clean', ''),
('power_and_ir_drop', 'net-switching-power', '0.0603', 'mW'),
('power_and_ir_drop', 'peakVddDrop', '0.0864', 'mV'),
('clock_network', 'tritoncts_num_sinks', '32', ''),
('timing', 'setup_viol', '0', ''),
('timing', 'total_count_of_max_transition_violations_in_the_final_report', '0', ''),
('floorplanning', 'dieArea', '4660', 'µm²'),
('clock_network', 'hold_buffers', '0', ''),
('place', 'detailed_place_hpwl', '1700', 'µm'),
('synth', 'synth.most_common_cell', 'sky130_fd_sc_hd__dfxtp_1', ''),
('floorplanning', 'floorplan.initialDensity', '32.0', '%'),
('global_route', 'track_usage', '12.0', '%'),
('floorplanning', 'core_area', '4120', 'µm²'),
('detailed_routing', 'dr_total_vias', '996', ''),
('timing', 'clock_skew', '0.00631', 'ns'),
('worst_setup_path', 'worstReg2RegEnd', 'next[24]', ''),
('detailed_routing', 'post_drt_wl_per_cell', '11.6', 'µm'),
('power_and_ir_drop', 'clock_share_of_power', '41.6', '%');
[how the worst max path moves through the flow]
| stage | from | to | slack (ns) | cells past startpoint |
|---|---|---|---|---|
| after CTS | next[2] | out[2] | 4.54 | 1 |
| after global routing | next[2] | out[2] | 4.47 | 1 |
| final | next[2] | out[2] | 4.55 | 1 |
[cell families after synthesis]
kind of cell	after synthesis	share of synthesized area, %
and+or+nand+nor	55	27.2
xor gates and xnor gates	30	19.9
DFF	32	48.6
buffers and inverters	9	3.32
adders and majority gates	1	0.949
[placed cells by master (no fill, tap or decap), types with 3 or more instances in the layout]
cell type and count:
sky130_fd_sc_hd__and4_1 4, sky130_fd_sc_hd__clkbuf_8 5, sky130_fd_sc_hd__nor4_1 4, sky130_fd_sc_hd__nand2_1 9
sky130_fd_sc_hd__nor3_1 4, sky130_fd_sc_hd__nand3_1 10, sky130_fd_sc_hd__nor4_2 5, sky130_fd_sc_hd__clkdlybuf4s50_1 32
sky130_fd_sc_hd__nor2_1 6, sky130_fd_sc_hd__inv_1 5, sky130_fd_sc_hd__dfxtp_1 32, sky130_fd_sc_hd__nand4_1 3
sky130_fd_sc_hd__xor2_1 20, sky130_fd_sc_hd__xnor2_1 10
[power by group through the flow]
stage / registers, mW / clock network (mW) / logic (mW)
4_1_cts: 0.177 / 0.130 / 0.000000401
5_1_grt: 0.177 / 0.138 / 0.000000401
6_report: 0.177 / 0.126 / 0.000000401
[per-layer routing]
metal  share of wire (%)  wire [µm]  track usage [%]  vias up
li1                    -          -                -      503
met1                  50       1220             17.5      459
met2                  43       1060             18.1       30
met3                 6.1        149             2.87        4
met4                 1.1         28             2.34        0
met5                   0          0                0        -
[layout make-up]
type	instances	area, µm²	area share [%]
multi-input combinational	86	634	36.2
sequential	32	641	36.5
timing repair buffer	32	320	18.3
tap	50	62.6	3.57
inverter	5	18.8	1.07
clock inverter	1	5.00	0.285
clock buffer	6	72.6	4.14
[metrics by stage]
stage	hold WS, ns	worst slack [ns]	area, µm²	power (mW)	instances
after floorplan	0.394	5.39	1320	0.181	127
after CTS	0.445	4.54	1750	0.307	212
after global placement	0.423	4.86	1680	0.181	205
after detailed placement	0.429	4.85	1680	0.181	205
after global routing	0.477	4.47	1750	0.315	212
final	0.447	4.55	1750	0.303	212
[worst register-to-register path, cell delays in order (launching register included)]
cell and delay [ns]:
sky130_fd_sc_hd__dfxtp_1 0.42, sky130_fd_sc_hd__ha_1 0.26, sky130_fd_sc_hd__nand3_1 0.11, sky130_fd_sc_hd__or3_1 0.50
sky130_fd_sc_hd__nor4_1 0.31, sky130_fd_sc_hd__xor2_1 0.17
Power is estimated from default activity; no workload was simulated.
