[config.mk]
export PLATFORM = sky130hd
export DESIGN_NAME = module_mux_2x1
export DESIGN_NICKNAME = module_mux_2x1
export VERILOG_FILES = /design/flow/design.v
export SDC_FILE = /design/flow/constraint.sdc
export NUM_CORES = 4
export LEC_CHECK = 1
export CORE_AREA = 10 10 70 70
export DIE_AREA = 0 0 80 80
[constraint.sdc]
current_design module_mux_2x1

set clk_period 1.0
set clk_io_pct 0.2

create_clock -name clk0 -period $clk_period

set non_clock_inputs [all_inputs -no_clocks]
set_input_delay [expr $clk_period * $clk_io_pct] -clock clk0 $non_clock_inputs
set_output_delay [expr $clk_period * $clk_io_pct] -clock clk0 [all_outputs]
[design.v]
module module_mux_2x1(i0,i1,select,out);
    input [31:0] i0;
    input [31:0] i1;
    input select;
    output [31:0] out;
	 wire [31:0] i0,i1;
    reg [31:0] out;
    always @(i0,i1,select)
    begin
    if(select==0)
        out=i0;
    else
        out=i1;
    end    
endmodule
[run.sh]
#!/bin/bash
# OpenROAD 26Q1-2900-gdf79404cd8, Yosys 0.63+post, stock flow scripts
make -C /OpenROAD-flow-scripts/flow DESIGN_CONFIG=/design/flow/config.mk WORK_HOME=/design/flow/orfs finish
==> results.yml <==
# flow metrics
outcome:
  outcome: "finished with violations"
  failed_checks: "setup timing"
power:
  power_density_nw_per_um2: 389
  ir_worst_vdd_uv: 173
  part_of_the_power_in_registers_pct: 0
  p_int_uw: 519
  p_switching_uw: 141
  power_leakage_uw: 0.000990
  power_frac_comb_pct: 100.0
  switching_share_pct: 21.3
  power.clock.fraction_pct: 0
critical_path:
  worst_ep_arrival_time_ns: 0.98
  worstPathBufferInverterCount: 4
  cp-end-kind: "output port"
  setup.worst_path.start_class: "input pin"
  worst_ep_required_time_ns: 0.80
  critical_path.cell_chain: "buf_12 > buf_12 > buf_8 > mux2_4 > buf_6"
  cp_common_cell: "sky130_fd_sc_hd__buf_12"
  timing.critical_path.fanout_max: 7
  critPathSlowestCell: "sky130_fd_sc_hd__mux2_4"
  type_of_the_setup_path_with_the_least_slack: "in2out"
  crit_family: "buffers and inverters"
  critical_path.max_stage_delay_ns: 0.30
min_path:
  min_path_cells: 3
  holdPathEnd: "out[24]"
  hp-start: "i0[24]"
  holdCritPathClass: "in2out"
global_routing:
  gr-usage-all-layers_pct: 7.87
  first_global_vias: 824
  first_pass_grt_wire_length_microns: 4150
  antenna_found_initial: 0
  grt_max_degree: 8
  overflow_left_after_global_routing: 0
drt:
  route.antenna.diode_count: 0
  highest_layer: "met3"
  post-route-drc-count: 0
  totalWireLength_microns: 2850
  first_iter_violations: 4
  vias: 730
  first_pass_iters: 2
  wirelength_met1_microns: 1140
  post_drt_wl_per_cell_microns: 14.8
  met2_wirelength_microns: 1390
  wl_met3_microns: 313
  postRouteAntennaNets: 0
  routed_via_density: 3.80
final_timing:
  final-max-slew-violation-count: 0
  fmax_mhz: 851
  setup_ws_ns: -0.175
  slew_headroom_pct: 95.9
  finalSetupViolations: 32
  min_period_over_period_pct: 118
  rsz_0062_raised_after_global_routing: "true"
  min_cycle_time_layout_ns: 1.18
  hold_slack_final_ns: 0.694
  final_hold_viols: 0
  transition_at_the_pin_with_the_smallest_max_transition_slack_ns: 0.0611
logic_synthesis:
  yosys-stat-cells: 36
  synthesized_netlist_cell_count: 36
  synth_warnings: 1
  postSynthAreaPerCell_sq_um: 15.1
  ys_area_sq_um: 544
  netlist-cell-type-count: 4
  ys_seq_share_pct: 0
  post_synth_instance_area_sq_um: 544
floorplan:
  floorplan.core_area_sq_um: 3420
  floorplan.die.width_microns: 80
  ioPinCount: 97
  fp.dieH_microns: 80
  die_area_sq_um: 6400
  row_count: 21
  floorplanUtilization_pct: 15.9
place:
  placed_cells_incl_taps: 177
  io_buffer_count: 97
  placement.cell_area_sq_um: 1540
  dp_hpwl_microns: 2400
  placement.setup.worst_slack_ns: -0.497
  gp_congestion: 0.760
finish:
  finalCoreUtilization_pct: 49.7
  lay_top_cells: "40 x sky130_fd_sc_hd__dlygate4sd2_1, 32 x sky130_fd_sc_hd__mux2_4, 29 x sky130_fd_sc_hd__buf_6, 14 x sky130_fd_sc_hd__dlymetal6s2s_1, 12 x sky130_fd_sc_hd__buf_2"
  finish.cell_count_without_fillers: 192
  finalInstanceArea_sq_um: 1700
  flow.area_growth_from_synthesis_pct: 212
  design.seq.count: 0
  clock_buffer_count: 0
  layout.cells.most_common: "sky130_fd_sc_hd__dlygate4sd2_1"
  flop_area_sq_um: 0
  drive_above_1_share_pct: 56.2
job:
  warning_count: 34
  cap_viol_max_count: 0
cts:
  cts_hold_repair.buffers: 0
-- Yosys cell counts --
cell type                 n  area share (%)
sky130_fd_sc_hd__mux2_4  30              83
sky130_fd_sc_hd__buf_12   3              11
sky130_fd_sc_hd__mux2_2   2             4.1
sky130_fd_sc_hd__buf_6    1             2.1
-- final cells by class --
type                            instances  area, sq um
Fill cell                             327         1720
Timing Repair Buffer                  114         1160
Tap cell                               46         57.6
Multi-Input combinational cell         32          480
-- power groups by stage --
| stage | Combinational (uW) | Clock (uW) | Sequential, uW |
|---|---|---|---|
| CTS | 644 | 0 | 0 |
| finish | 660 | 0 | 0 |
| global route | 706 | 0 | 0 |
-- worst max-delay path by stage --
stage | cells past startpoint | start | slack, ns | to
4_1_cts | 5 | select | -0.18 | out[0]
5_1_grt | 5 | select | -0.19 | out[31]
6_report | 5 | select | -0.18 | out[31]
-- worst min-delay path, delay by kind of cell --
| kind | cells | cell delay [ns] |
|---|---|---|
| mux | 1 | 0.13 |
| buf+inv | 2 | 0.16 |
-- through the flow --
step | TNS, ns | total power [uW]
4_1_cts | -5.20 | 644
5_1_grt | -5.62 | 706
6_report | -5.03 | 660
2_1_floorplan | 0 | 206
3_3_place_gp | -15.25 | 654
3_5_place_dp | -15.27 | 655
-- metal layers --
layer / global-route usage [%] / vias to the layer above
met2: 14.3 / 51
met3: 3.07 / 0
li1: - / 362
met5: 0 / -
met1: 8.97 / 317
met4: 0 / 0
-- cells by family (layout without fill, tap and decap cells) --
family                 Yosys count  in the layout  share of synthesized area [%]
buffers and inverters            4            114                           13.1
muxes                           32             32                           86.9
-- timing repair --
action | in CTS | in global routing
setup endpoints to repair | 32 | 32
resized | 170 | 23
cloned | 1 | 0
setup buffers | 14 | 0
Power is estimated from default activity; no workload was simulated.
