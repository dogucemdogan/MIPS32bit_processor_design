**flow/config.mk**
```make
export PLATFORM = sky130hd
export DESIGN_NAME = alu_32bit
export DESIGN_NICKNAME = alu_32bit
export VERILOG_FILES = /design/flow/design.v
export SDC_FILE = /design/flow/constraint.sdc
export NUM_CORES = 4
export LEC_CHECK = 1
export CORE_AREA = 10 10 114 114
export DIE_AREA = 0 0 124 124
```
**flow/constraint.sdc**
```tcl
current_design alu_32bit

set clk_period 14.7
set clk_io_pct 0.2

create_clock -name clk0 -period $clk_period

set non_clock_inputs [all_inputs -no_clocks]
set_input_delay [expr $clk_period * $clk_io_pct] -clock clk0 $non_clock_inputs
set_output_delay [expr $clk_period * $clk_io_pct] -clock clk0 [all_outputs]
```
**flow/design.v**
```verilog
module alu_32bit(a,b,aluop,r,c,v);
input [31:0]a;
input [31:0]b;
input [2:0]aluop;
output [31:0]r;
output c,v;
wire w1,w2,w3,w4,w5,w6,w7,w8,w9,w10,w11,w12,w13,w14,w15,w16,w17,w18,w19,w20,w21,w22,w23,w24,w25,w26,w27,w28,w29,w30,w31,w32;
module_1bit_alu alu1(.bi(b[0]),.ai(a[0]),.lessi(w1),.ci(aluop[2]),.aluop2(aluop[2]),.aluop1(aluop[1]),.aluop0(aluop[0]),.c1(w2),.ri(r[0]));
module_1bit_alu alu2(.bi(b[1]),.ai(a[1]),.lessi(1'b0),.ci(w2),.aluop2(aluop[2]),.aluop1(aluop[1]),.aluop0(aluop[0]),.c1(w3),.ri(r[1]));
module_1bit_alu alu3(.bi(b[2]),.ai(a[2]),.lessi(1'b0),.ci(w3),.aluop2(aluop[2]),.aluop1(aluop[1]),.aluop0(aluop[0]),.c1(w4),.ri(r[2]));
module_1bit_alu alu4(.bi(b[3]),.ai(a[3]),.lessi(1'b0),.ci(w4),.aluop2(aluop[2]),.aluop1(aluop[1]),.aluop0(aluop[0]),.c1(w5),.ri(r[3]));
module_1bit_alu alu5(.bi(b[4]),.ai(a[4]),.lessi(1'b0),.ci(w5),.aluop2(aluop[2]),.aluop1(aluop[1]),.aluop0(aluop[0]),.c1(w6),.ri(r[4]));
module_1bit_alu alu6(.bi(b[5]),.ai(a[5]),.lessi(1'b0),.ci(w6),.aluop2(aluop[2]),.aluop1(aluop[1]),.aluop0(aluop[0]),.c1(w7),.ri(r[5]));
module_1bit_alu alu7(.bi(b[6]),.ai(a[6]),.lessi(1'b0),.ci(w7),.aluop2(aluop[2]),.aluop1(aluop[1]),.aluop0(aluop[0]),.c1(w8),.ri(r[6]));
module_1bit_alu alu8(.bi(b[7]),.ai(a[7]),.lessi(1'b0),.ci(w8),.aluop2(aluop[2]),.aluop1(aluop[1]),.aluop0(aluop[0]),.c1(w9),.ri(r[7]));
module_1bit_alu alu9(.bi(b[8]),.ai(a[8]),.lessi(1'b0),.ci(w9),.aluop2(aluop[2]),.aluop1(aluop[1]),.aluop0(aluop[0]),.c1(w10),.ri(r[8]));
module_1bit_alu alu10(.bi(b[9]),.ai(a[9]),.lessi(1'b0),.ci(w10),.aluop2(aluop[2]),.aluop1(aluop[1]),.aluop0(aluop[0]),.c1(w11),.ri(r[9]));
module_1bit_alu alu11(.bi(b[10]),.ai(a[10]),.lessi(1'b0),.ci(w11),.aluop2(aluop[2]),.aluop1(aluop[1]),.aluop0(aluop[0]),.c1(w12),.ri(r[10]));
module_1bit_alu alu12(.bi(b[11]),.ai(a[11]),.lessi(1'b0),.ci(w12),.aluop2(aluop[2]),.aluop1(aluop[1]),.aluop0(aluop[0]),.c1(w13),.ri(r[11]));
module_1bit_alu alu13(.bi(b[12]),.ai(a[12]),.lessi(1'b0),.ci(w13),.aluop2(aluop[2]),.aluop1(aluop[1]),.aluop0(aluop[0]),.c1(w14),.ri(r[12]));
module_1bit_alu alu14(.bi(b[13]),.ai(a[13]),.lessi(1'b0),.ci(w14),.aluop2(aluop[2]),.aluop1(aluop[1]),.aluop0(aluop[0]),.c1(w15),.ri(r[13]));
module_1bit_alu alu15(.bi(b[14]),.ai(a[14]),.lessi(1'b0),.ci(w15),.aluop2(aluop[2]),.aluop1(aluop[1]),.aluop0(aluop[0]),.c1(w16),.ri(r[14]));
module_1bit_alu alu16(.bi(b[15]),.ai(a[15]),.lessi(1'b0),.ci(w16),.aluop2(aluop[2]),.aluop1(aluop[1]),.aluop0(aluop[0]),.c1(w17),.ri(r[15]));
module_1bit_alu alu17(.bi(b[16]),.ai(a[16]),.lessi(1'b0),.ci(w17),.aluop2(aluop[2]),.aluop1(aluop[1]),.aluop0(aluop[0]),.c1(w18),.ri(r[16]));
module_1bit_alu alu18(.bi(b[17]),.ai(a[17]),.lessi(1'b0),.ci(w18),.aluop2(aluop[2]),.aluop1(aluop[1]),.aluop0(aluop[0]),.c1(w19),.ri(r[17]));
module_1bit_alu alu19(.bi(b[18]),.ai(a[18]),.lessi(1'b0),.ci(w19),.aluop2(aluop[2]),.aluop1(aluop[1]),.aluop0(aluop[0]),.c1(w20),.ri(r[18]));
module_1bit_alu alu20(.bi(b[19]),.ai(a[19]),.lessi(1'b0),.ci(w20),.aluop2(aluop[2]),.aluop1(aluop[1]),.aluop0(aluop[0]),.c1(w21),.ri(r[19]));
module_1bit_alu alu21(.bi(b[20]),.ai(a[20]),.lessi(1'b0),.ci(w21),.aluop2(aluop[2]),.aluop1(aluop[1]),.aluop0(aluop[0]),.c1(w22),.ri(r[20]));
module_1bit_alu alu22(.bi(b[21]),.ai(a[21]),.lessi(1'b0),.ci(w22),.aluop2(aluop[2]),.aluop1(aluop[1]),.aluop0(aluop[0]),.c1(w23),.ri(r[21]));
module_1bit_alu alu23(.bi(b[22]),.ai(a[22]),.lessi(1'b0),.ci(w23),.aluop2(aluop[2]),.aluop1(aluop[1]),.aluop0(aluop[0]),.c1(w24),.ri(r[22]));
module_1bit_alu alu24(.bi(b[23]),.ai(a[23]),.lessi(1'b0),.ci(w24),.aluop2(aluop[2]),.aluop1(aluop[1]),.aluop0(aluop[0]),.c1(w25),.ri(r[23]));
module_1bit_alu alu25(.bi(b[24]),.ai(a[24]),.lessi(1'b0),.ci(w25),.aluop2(aluop[2]),.aluop1(aluop[1]),.aluop0(aluop[0]),.c1(w26),.ri(r[24]));
module_1bit_alu alu26(.bi(b[25]),.ai(a[25]),.lessi(1'b0),.ci(w26),.aluop2(aluop[2]),.aluop1(aluop[1]),.aluop0(aluop[0]),.c1(w27),.ri(r[25]));
module_1bit_alu alu27(.bi(b[26]),.ai(a[26]),.lessi(1'b0),.ci(w27),.aluop2(aluop[2]),.aluop1(aluop[1]),.aluop0(aluop[0]),.c1(w28),.ri(r[26]));
module_1bit_alu alu28(.bi(b[27]),.ai(a[27]),.lessi(1'b0),.ci(w28),.aluop2(aluop[2]),.aluop1(aluop[1]),.aluop0(aluop[0]),.c1(w29),.ri(r[27]));
module_1bit_alu alu29(.bi(b[28]),.ai(a[28]),.lessi(1'b0),.ci(w29),.aluop2(aluop[2]),.aluop1(aluop[1]),.aluop0(aluop[0]),.c1(w30),.ri(r[28]));
module_1bit_alu alu30(.bi(b[29]),.ai(a[29]),.lessi(1'b0),.ci(w30),.aluop2(aluop[2]),.aluop1(aluop[1]),.aluop0(aluop[0]),.c1(w31),.ri(r[29]));
module_1bit_alu alu31(.bi(b[30]),.ai(a[30]),.lessi(1'b0),.ci(w31),.aluop2(aluop[2]),.aluop1(aluop[1]),.aluop0(aluop[0]),.c1(w32),.ri(r[30]));
module_1bit_msb_alu alu32(.bi(b[31]),.ai(a[31]),.lessi(1'b0),.ci(w32),.aluop2(aluop[2]),.aluop1(aluop[1]),.aluop0(aluop[0]),.c1(c),.ri(r[31]),.v(v),.set(w1));  
endmodule
module module_1bit_alu(bi,ai,lessi,ci,aluop2,aluop1,aluop0,c1,ri);
input bi,ai,lessi,ci,aluop2,aluop1,aluop0;
output c1,ri;
wire w1,w2,w3,w4,w5,w6,w7,w8,w9,w10;
module_xor module_xor1(bi,aluop2,w1);  
and and1(w3,ai,w1); 
or or1(w5,w1,ai);  
not not1(w4,w3);
and and2(w6,w4,w5);  
and and3(w7,w6,ci); 
or or2(w9,w6,ci); 
or or3(c1,w3,w7); 
not not2(w8,w7);
and and4(w10,w8,w9); 
module_mux_4X1 mux1(.i0(w3),.i1(w5),.i2(w10),.i3(lessi),.s1(aluop1),.s0(aluop0),.q(ri));
endmodule
module module_1bit_msb_alu(bi,ai,lessi,ci,aluop2,aluop1,aluop0,c1,ri,v,set);
input bi,ai,lessi,ci,aluop2,aluop1,aluop0;
output c1,ri,v,set;
wire w1,w2,w3,w4,w5,w6,w7,w8,w9,w10;
module_xor module_xor1(bi,aluop2,w1);  
and and1(w3,ai,w1); 
or or1(w5,w1,ai);  
not not1(w4,w3);
and and2(w6,w4,w5);  
and and3(w7,w6,ci); 
or or2(w9,w6,ci); 
or or3(c1,w3,w7); 
not not2(w8,w7);
and and4(w10,w8,w9); 
module_xor module_xor2(ci,c1,v);
module_xor module_xor3(v,w10,set);
module_mux_4X1 mux1(.i0(w3),.i1(w5),.i2(w10),.i3(lessi),.s1(aluop1),.s0(aluop0),.q(ri));
endmodule
module module_mux_4X1(i0,i1,i2,i3,s1,s0,q);
input i0,i1,i2,i3,s1,s0;
wire w1,w2,w3,w4,w5,w6;
output q;
not not1(w1,s1);
not not2(w2,s0);
and and1(w3,i0,w1,w2);
and and2(w4,i1,w1,s0);
and and3(w5,i2,s1,w2);
and and4(w6,i3,s1,s0);
or or1(q,w3,w4,w5,w6);
endmodule
module module_xor(a,b,c);
input a,b;
output c;
wire w1,w2,w3;
and and1(w1,a,b);
not not1(w2,w1);
or or1(w3,a,b);
and and2(c,w2,w3);
endmodule
```
**flow/run.sh**
```bash
#!/bin/bash
# OpenROAD 26Q1-2900-gdf79404cd8, Yosys 0.63+post, stock flow scripts
make -C /OpenROAD-flow-scripts/flow DESIGN_CONFIG=/design/flow/config.mk WORK_HOME=/design/flow/orfs finish
```
==> out/results.txt <==
Setup repair after global routing missed its margin: true
Leading cell type by number of instances after synthesis: sky130_fd_sc_hd__inv_1
Wire length of the first global-routing pass: 12.04 mm
Area leader share: 25.38%
Final count of pins violating max slew: 0
Power Density: 35.11 nW/µm²
Std-Cell Rows: 37
Tmin final: 17.53 ns
HPWL Detailed: 6.040 mm
Post-synth seq share: 0%
Final period util: 119.2%
Die width: 124 µm
Ys cells: 367
Layout area overhead: 35.61%
Standby leakage power: 1.985 nW
Average via count per standard cell: 4.125
Average wire per standard cell: 12.37 µm
Max_cap viols: 0
Largest driver fanout on the critical path: 4
Critical path's largest stage delay: 0.46 ns
Number of warning messages in the logs: 99
Number of instances in the synthesized netlist: 367
Failing checks: negative setup slack
Crit path kind: in2out
DRC viols: 0
Actual slew at the worst max-slew pin: 0.7683 ns
Kind of start point of the critical path: input pin
Most area-hungry cell type in the Yosys netlist: sky130_fd_sc_hd__ha_1
DRT Pass-1 Iters: 4
Number of antenna diodes: 0
Layout cells sized above 1: 21.48%
Total power of the final layout: 150.2 µW
Largest net degree at the start of global routing: 87
Number of clock buffer instances in the layout: 0
Critical Path Most Common Cell: sky130_fd_sc_hd__fa_2
Via count of the first global-routing pass: 2533
Final ANT Viol Nets: 0
Worst hold path type: in2out
Post-route setup slack: -2.828 ns
Top-Level Pins: 101
Area of the core: 10420 µm²
Crit path DRT: 11.76 ns
Die height: 124 µm
Sequential Area: 0 µm²
Top achievable clock speed: 57.05 MHz
Area reported by Yosys stat: 3156 µm²
Non-filler cells, final: 583
Post-Route Utilization: 41.08%
Total global routing overflow: 0
Inst Count DP: 582
Final GP Congestion: 0.8119
Drt initial violations: 74
Cell area after synthesis: 3156 µm²
Area of the die: 15380 µm²
Relative slew slack: 48.78%
Average cell area after synthesis: 8.598 µm²
Kind of capture point of the worst setup path: output pin
Pre-Place Util: 30.29%
Overall routing resource usage: 9.532%
Worst EP arrival: 14.59 ns
Yosys synthesis warning count: 0
Detailed-route wire length: 7.214 mm
Antenna violations before repair: 0
VDD IR max: 0.00001857 V
Top cells by area in the synthesized netlist: sky130_fd_sc_hd__ha_1, sky130_fd_sc_hd__fa_1, sky130_fd_sc_hd__xnor2_1
Setup-violating endpoint count in the final report: 12
FF+latch count: 0
Outcome: finished with violations
Cell type of the slowest stage on the worst timing path: sky130_fd_sc_hd__mux4_2
Most instantiated cells after synthesis: sky130_fd_sc_hd__inv_1, sky130_fd_sc_hd__ha_1, sky130_fd_sc_hd__buf_4
Vias: 2405
FILL cells: 1022
Final Hold Fails: 0
Number of buffer cells added on primary ports: 101
Cell variety after synth: 21
[layer usage]
| metal | wire length (µm) | global-route usage [%] | vias to the layer above |
|---|---|---|---|
| met5 | 0 | 0 | - |
| met4 | 0 | 0 | 0 |
| met3 | 480 | 1.837 | 0 |
| met2 | 3356 | 16.32 | 55 |
| met1 | 3377 | 13.09 | 1108 |
| li1 | - | - | 1242 |
[layout by cell type, fill, tap and decap left out, drive strengths merged, types with 11 or more instances in the layout]
cell           Yosys  final
buf               46     49
o21ai             11     11
clkdlybuf4s50      0     79
nor2b             22     22
inv               67     67
fa                32     32
nand2b            12     12
o31a              11     11
nor2              19     19
and2              19     19
ha                64     64
xnor2             32     32
o32ai             19     19
[critical path, delay by kind of cell]
kind,cells,cell delay [ns]
adder cells (fa/ha/maj),31,10.73
buffers and inverters,4,0.36
multiplexers,1,0.46
XOR/XNOR,1,0.12
[what timing repair did]
| action | in CTS | in global routing |
|---|---|---|
| pin swaps | 6 | 4 |
| buffers inserted | 0 | 1 |
| endpoints found under the setup margin | 14 | 13 |
| hold buffers | 0 | 0 |
| gates resized | 73 | 3 |
[logic make-up after synthesis]
logic type | after synthesis | share of synthesized area (%)
buffers and inverters | 119 | 20.02
AND/OR/NAND/NOR | 73 | 13.01
adder cells (fa/ha/maj) | 96 | 45.68
XOR/XNOR | 34 | 9.437
AND-OR/OR-AND | 42 | 10.51
multiplexers | 3 | 1.348
[stage by stage]
step	TNS, ns	worst slack (ns)	cell area [µm²]	hold WS [ns]
after floorplan	-18.48	-2.769	3273	6.032
after global placement	-30.46	-3.671	4263	6.902
after detailed placement	-30.65	-3.712	4263	6.906
after CTS	-21.41	-2.890	4263	6.520
after global routing	-24.22	-3.156	4279	6.554
final	-20.52	-2.828	4279	6.511
[report_power, final]
| group | total, mW | leakage, nW | internal [mW] | switching [mW] |
|---|---|---|---|---|
| clock | 0 | 0 | 0 | 0 |
| combinational | 0.150 | 1.99 | 0.0869 | 0.0633 |
| sequential | 0 | 0 | 0 | 0 |
| total | 0.150 | 1.99 | 0.0869 | 0.0633 |
[path summary, 6_finish.rpt]
| kind | from | end | slack (ns) | cells past startpoint |
|---|---|---|---|---|
| min | a[0] | r[0] | 6.51 | 5 |
| max | aluop[2] | r[0] | -2.83 | 37 |
[cell type report]
cell class                 instances  area (µm²)  share of cell area, %
tap                              136       170.2                  3.977
timing repair buffer             132        1187                  27.75
multi-input combinational        248        2670                  62.40
inverter                          67       251.5                  5.877
No activity file was given, so power comes from the tool's default toggle rates.
